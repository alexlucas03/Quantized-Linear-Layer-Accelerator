$ cat ./config.mk
export PLATFORM = sky130hd
export DESIGN_NAME = layer_top
export DESIGN_NICKNAME = layer_top
export VERILOG_FILES = /design/flow/design.v
export SDC_FILE = /design/flow/constraint.sdc
export NUM_CORES = 4
export LEC_CHECK = 1
export CORE_UTILIZATION = 50
export SYNTH_MEMORY_MAX_BITS = 65536
$ cat ./constraint.sdc
current_design layer_top

set clk_period 65.8
set clk_io_pct 0.2

create_clock -name clk0 -period $clk_period [get_ports {clk}]

set non_clock_inputs [all_inputs -no_clocks]
set_input_delay [expr $clk_period * $clk_io_pct] -clock clk0 $non_clock_inputs
set_output_delay [expr $clk_period * $clk_io_pct] -clock clk0 [all_outputs]
$ cat ./design.v
module MAC #(
    parameter WIDTH = 16  
)(
    input  logic clk,
    input  logic rst,
    input  logic start,
    input  logic signed [WIDTH-1:0] a,
    input  logic signed [WIDTH-1:0] b,
    input  logic signed [2*WIDTH-1:0] acc_in,
    output logic signed [2*WIDTH-1:0] acc_out,
    output logic valid   
);
    logic signed [WIDTH-1:0] a_reg, b_reg;
    logic signed [2*WIDTH-1:0] acc_reg;
    logic stage1_valid;
    logic signed [2*WIDTH-1:0] mult_result;
    logic signed [2*WIDTH-1:0] acc_stage2;
    logic stage2_valid;
    logic signed [2*WIDTH-1:0] result;
    logic stage3_valid;
    always_ff @(posedge clk or posedge rst) begin
        if (rst) begin
            a_reg         <= '0;
            b_reg         <= '0;
            acc_reg       <= '0;
            stage1_valid  <= 0;
            mult_result   <= '0;
            acc_stage2    <= '0;
            stage2_valid  <= 0;
            stage3_valid  <= 0;
            result        <= '0;
            acc_out       <= '0;
            valid         <= 0;
        end else begin
            if (start) begin
                a_reg        <= a;
                b_reg        <= b;
                acc_reg      <= acc_in;
                stage1_valid <= 1;
            end else begin
                stage1_valid <= 0;
            end
            mult_result   <= a_reg * b_reg;
            acc_stage2    <= acc_reg;
            stage2_valid  <= stage1_valid;
            result        <= acc_stage2 + (mult_result >>> 10);  
            stage3_valid  <= stage2_valid;
            acc_out <= result;
            valid   <= stage3_valid;
        end
    end
endmodule
module bram_buffer #(
    parameter ADDR_WIDTH = 10,   
    parameter DATA_WIDTH = 16
)(
    input  logic clk,
    input  logic rst,
    input  logic                  wr_en,
    input  logic [ADDR_WIDTH-1:0] wr_addr,
    input  logic [DATA_WIDTH-1:0] wr_data,
    input  logic                  rd_en,
    input  logic [ADDR_WIDTH-1:0] rd_addr,
    output logic [DATA_WIDTH-1:0] rd_data
);
    localparam DEPTH = 1 << ADDR_WIDTH;
    logic [DATA_WIDTH-1:0] mem [0:DEPTH-1];
    always_ff @(posedge clk) begin
        if (wr_en)
            mem[wr_addr] <= wr_data;
    end
    always_ff @(posedge clk) begin
        if (rd_en)
            rd_data <= mem[rd_addr];
    end
endmodule
module layer_controller #(
    parameter ADDR_WIDTH    = 10,
    parameter DATA_WIDTH    = 16,
    parameter VECTOR_LEN    = 16,
    parameter NUM_NEURONS   = 16,
    parameter BRAM_LATENCY  = 3,
    parameter MAC_LATENCY   = 4
)(
    input  logic                        clk,
    input  logic                        rst,
    input  logic                        start,
    output logic                        busy,
    output logic                        done,
    output logic                        token_rd_en,
    output logic [ADDR_WIDTH-1:0]       token_rd_addr,
    input  logic [DATA_WIDTH-1:0]       token_rd_data,
    output logic                        weight_rd_en,
    output logic [ADDR_WIDTH-1:0]       weight_rd_addr,
    input  logic [DATA_WIDTH-1:0]       weight_rd_data,
    output logic                        result_wr_en,
    output logic [ADDR_WIDTH-1:0]       result_wr_addr,
    output logic signed [2*DATA_WIDTH-1:0] result_wr_data
);
    localparam VECTOR_AW     = $clog2(VECTOR_LEN);
    localparam NEURON_AW     = $clog2(NUM_NEURONS);
    localparam TOTAL_LATENCY = BRAM_LATENCY + MAC_LATENCY;
    assign done = !busy;
    logic                        running;
    logic [VECTOR_AW-1:0]        read_cnt;
    logic [NEURON_AW-1:0]        neuron_cnt;
    logic signed [2*DATA_WIDTH-1:0] sum_reg;
    assign token_rd_en    = running;
    assign token_rd_addr  = read_cnt;
    assign weight_rd_en   = running;
    assign weight_rd_addr = {neuron_cnt, read_cnt};
    assign result_wr_addr = neuron_cnt;
    always_ff @(posedge clk or posedge rst) begin
        if (rst) begin
            running    <= 1'b0;
            read_cnt   <= '0;
            neuron_cnt <= '0;
            busy       <= 1'b0;
            sum_reg    <= '0;
        end else if (start) begin
            running    <= 1'b1;
            read_cnt   <= '0;
            neuron_cnt <= '0;
            busy       <= 1'b1;
            sum_reg    <= '0;
        end else if (running) begin
            if (read_cnt == VECTOR_LEN-1)
                read_cnt <= '0;
            else
                read_cnt <= read_cnt + 1;
            if (eov_valid) begin
                if (neuron_cnt == NUM_NEURONS-1) begin
                    running <= 1'b0;
                    busy    <= 1'b0;
                end else begin
                    neuron_cnt <= neuron_cnt + 1;
                    sum_reg    <= '0;
                end
            end
        end
    end
    logic [BRAM_LATENCY-1:0] start_pipe;
    logic                    mac_start;
    always_ff @(posedge clk or posedge rst) begin
        if (rst)
            start_pipe <= '0;
        else
            start_pipe <= {start_pipe[BRAM_LATENCY-2:0], running};
    end
    assign mac_start = start_pipe[BRAM_LATENCY-1];
    logic vector_end_event;
    always_comb begin
        vector_end_event = running && (read_cnt == VECTOR_LEN-1);
    end
    logic [TOTAL_LATENCY-1:0] eov_pipe;
    always_ff @(posedge clk or posedge rst) begin
        if (rst)
            eov_pipe <= '0;
        else
            eov_pipe <= {eov_pipe[TOTAL_LATENCY-2:0], vector_end_event};
    end
    logic eov_valid;
    assign eov_valid = eov_pipe[TOTAL_LATENCY-1] & mac_valid;
    logic signed [DATA_WIDTH-1:0] token_pipe, weight_pipe;
    always_ff @(posedge clk or posedge rst) begin
        if (rst) begin
            token_pipe  <= '0;
            weight_pipe <= '0;
        end else begin
            token_pipe  <= token_rd_data;
            weight_pipe <= weight_rd_data;
        end
    end
    logic signed [2*DATA_WIDTH-1:0] mac_acc_out;
    logic                            mac_valid;
    MAC #(
        .WIDTH(DATA_WIDTH)
    ) mac_i (
        .clk    (clk),
        .rst    (rst),
        .start  (mac_start),
        .a      (token_pipe),
        .b      (weight_pipe),
        .acc_in (1'b0),   
        .acc_out(mac_acc_out),
        .valid  (mac_valid)
    );
    always_ff @(posedge clk or posedge rst) begin
        if (rst)
            sum_reg <= '0;
        else if (mac_valid)
            sum_reg <= sum_reg + mac_acc_out;
    end
    assign result_wr_en   = eov_valid;
    assign result_wr_data = sum_reg + mac_acc_out;
endmodule
module layer_top #(
    parameter ADDR_WIDTH   = 10,
    parameter DATA_WIDTH   = 16,
    parameter VECTOR_LEN   = 16,
    parameter NUM_NEURONS  = 16
)(
    input  logic                      clk,
    input  logic                      rst,
    input  logic                      start,
    input  logic                      token_wr_en,
    input  logic [ADDR_WIDTH-1:0]     token_wr_addr,
    input  logic [DATA_WIDTH-1:0]     token_wr_data,
    input  logic                      weight_wr_en,
    input  logic [ADDR_WIDTH-1:0]     weight_wr_addr,
    input  logic [DATA_WIDTH-1:0]     weight_wr_data,
    input  logic                      result_rd_en,
    input  logic [ADDR_WIDTH-1:0]     result_rd_addr,
    output logic [2*DATA_WIDTH-1:0]   result_rd_data,
    output logic busy,
    output logic done
);
    logic                            tok_rd_en;
    logic [ADDR_WIDTH-1:0]           tok_rd_addr;
    logic [DATA_WIDTH-1:0]           tok_rd_data;
    logic                            wgt_rd_en;
    logic [ADDR_WIDTH-1:0]           wgt_rd_addr;
    logic [DATA_WIDTH-1:0]           wgt_rd_data;
    logic                            res_wr_en;
    logic [ADDR_WIDTH-1:0]           res_wr_addr;
    logic signed [2*DATA_WIDTH-1:0]  res_wr_data;
    bram_buffer #(
        .ADDR_WIDTH(ADDR_WIDTH),
        .DATA_WIDTH(DATA_WIDTH)
    ) token_mem (
        .clk    (clk),
        .rst    (rst),
        .wr_en  (token_wr_en),
        .wr_addr(token_wr_addr),
        .wr_data(token_wr_data),
        .rd_en  (tok_rd_en),
        .rd_addr(tok_rd_addr),
        .rd_data(tok_rd_data)
    );
    bram_buffer #(
        .ADDR_WIDTH(ADDR_WIDTH),
        .DATA_WIDTH(DATA_WIDTH)
    ) weight_mem (
        .clk    (clk),
        .rst    (rst),
        .wr_en  (weight_wr_en),
        .wr_addr(weight_wr_addr),
        .wr_data(weight_wr_data),
        .rd_en  (wgt_rd_en),
        .rd_addr(wgt_rd_addr),
        .rd_data(wgt_rd_data)
    );
    bram_buffer #(
        .ADDR_WIDTH(ADDR_WIDTH),
        .DATA_WIDTH(2*DATA_WIDTH)
    ) result_mem (
        .clk    (clk),
        .rst    (rst),
        .wr_en  (res_wr_en),
        .wr_addr(res_wr_addr),
        .wr_data(res_wr_data),
        .rd_en  (result_rd_en),
        .rd_addr(result_rd_addr),
        .rd_data(result_rd_data)
    );
    layer_controller #(
        .ADDR_WIDTH(ADDR_WIDTH),
        .DATA_WIDTH(DATA_WIDTH),
        .VECTOR_LEN(VECTOR_LEN),
        .NUM_NEURONS(NUM_NEURONS),
        .BRAM_LATENCY(),   
        .MAC_LATENCY()      
    ) u_layer_ctrl (
        .clk           (clk),
        .rst           (rst),
        .start         (start),
        .busy          (busy),
        .token_rd_en     (tok_rd_en),
        .token_rd_addr   (tok_rd_addr),
        .token_rd_data   (tok_rd_data),
        .weight_rd_en     (wgt_rd_en),
        .weight_rd_addr   (wgt_rd_addr),
        .weight_rd_data   (wgt_rd_data),
        .result_wr_en     (res_wr_en),
        .result_wr_addr   (res_wr_addr),
        .result_wr_data   (res_wr_data),
        .done          (done)
    );
endmodule
$ cat ./run.sh
#!/bin/bash
# OpenROAD 26Q1-2900-gdf79404cd8, Yosys 0.63+post, stock flow scripts
make -C /OpenROAD-flow-scripts/flow DESIGN_CONFIG=/design/flow/config.mk WORK_HOME=/design/flow/orfs finish
==> out/metrics.csv <==
stage,metric,value,unit
cts,Root Buffer,clkbuf_16,
detailed_routing,DRC,0,
cts,clock tree buffer depth,4,
global_route,GRT overflow,0,
synth,mapped cell area,0.195,mm2
detailed_routing,met1 wire length,142,mm
power,sequential power share,40.4,%
power,Max IR drop VDD,0.147,mV
synth,yosys stat cell total,8625,
worst_hold_path,Hold WC Path Type,flip-flop to flip-flop,
synth,"Chip Area, Yosys",0.195,mm2
synth,top-count cell post-synth,edfxtp_1,
cells_and_area,Finished Core Util,56.8,%
synth,cell count after synthesis,8625,
synth,Post-synth EDFFs,4758,
sta,worst slew pin tran,0.947,ns
power,logic gate share of total power,29.4,%
synth,Synth Flop Type,edfxtp_1,
sta,FMAX,62.8,MHz
flow_run,# Max-Cap Violations,0,
cts,CTS H-tree lvls,5,
sta,Worst Skew,0.0571,ns
floorplan,die area,0.393,mm2
synth,post-synth top area share,73.1,%
cells_and_area,Regs by FF count,"weight_mem.mem (4096), result_mem.mem (352), token_mem.mem (256)",
cts,Hold Buf Count CTS,0,
floorplan,FP Core Util,50.2,%
floorplan,row cnt,229,
synth,Synth Seq Share,75.1,%
synth,Post-synth top cells,"edfxtp_1, mux4_2, inv_1, nor2_1, fa_1",
sta,max-slew violations,0,
cts,"Clk pin slew, worst setup/hold paths",0.06,ns
synth,Synth flops,4912,
power,pwr dens,40.2,mW/mm2
cts,later-pin clock latency in the skew report,1.05,ns
synth,Synth area leader,edfxtp_1,
detailed_routing,DRT Pass-1 Iters,24,
global_route,global-route wire length before repair,672,mm
cts,CTS buffer count,481,
power,Int Pwr,6.13,mW
detailed_routing,DRT antenna net count,0,
sta,Final Hold Fails,0,
floorplan,die height,627,um
detailed_routing,met3 wire len,86.5,mm
critical_path,data arrival time of the critical path,16.63,ns
flow_run,tool warnings,43,
global_route,Tot GR Track Use,27.3,%
power,Clk network pwr share,30.2,%
detailed_routing,metal2 WL,216,mm
critical_path,r2r setup slk,58.74,ns
synth,async set-reset flop share out of synthesis,3.14,%
detailed_routing,Vias,88267,
cells_and_area,share of cells above drive strength 1,29.0,%
cells_and_area,Biggest register,weight_mem.mem,
cells_and_area,Largest register FFs,4096,
power,Net Sw Frac,30.9,%
cells_and_area,Layout area overhead,13.0,%
global_route,pin count of the biggest net entering global routing,136,
sta,Final setup viols,0,
detailed_routing,DR WL/cell,30.9,um
power,Switch Pwr,2.74,mW
cts,post-CTS sizing,0,
placement,RD Place Congestion,0.878,
floorplan,Core Area,0.389,mm2
critical_path,Worst Setup End Kind,flip-flop,
cts,Post-CTS Setup Inserts,0,
power,LEAKAGE,70.1,nW
global_route,number of antenna violations at the first check in global routing,19,
synth,yosys warns,68,
critical_path,CP Class,primary input to flip-flop,
detailed_routing,final wirelength,461,mm
detailed_routing,Vias/cell,5.93,
placement,PortBufs,95,
synth,synth unique cells,54,
synth,Largest cells by area,"edfxtp_1, mux4_2, fa_1",
sta,relative slew slack,36.7,%
detailed_routing,Top Metal Used,met5,
sta,crit share post-route,24.2,%
placement,dpl hpwl,273,mm
cts,Num Clock Sinks,4912,
critical_path,critical path peak fanout,15,
floorplan,I/O pin cnt,102,
sta,Tmin final,15.92,ns
global_route,number of global-route vias before repair,99498,
cts,CTS tree,yes,
detailed_routing,DRT iter0 DRCs,5559,
critical_path,Startpoint Class,primary input,
sta,RSZ-0062 raised after global routing,no,
sta,setup_tns,0,ns
critical_path,"Req. time, crit path",66.50,ns
status,outcome,"finished, final reports clean",
floorplan,Die W,627,um
synth,Syn Area/Cell,22.6,um2
-- critical path, cell delays in order --
cell and delay, ns:
clkdlybuf4s50_1 0.99, nor2b_1 0.69, and2_1 0.31, nand2_1 0.07
buf_4 0.26, nor2_1 0.72, buf_4 0.36
-- through the flow --
step | hold slack [ns] | power [mW] | std cells | instance area, um2 | setup slack [ns]
after floorplan | 0.331 | 5.52 | 8625 | 195000 | 48.49
after global placement | 0.332 | 6.33 | 13980 | 205000 | 48.97
after detailed placement | 0.334 | 6.33 | 13980 | 205000 | 48.90
after CTS | 0.341 | 9.00 | 14882 | 221000 | 49.97
after global routing | 0.349 | 9.43 | 14888 | 221000 | 49.75
final | 0.344 | 8.87 | 14894 | 221000 | 49.88
-- per-layer routing --
metal | vias up | GRT usage, %
li1 | 36939 | -
met1 | 44862 | 35.6
met2 | 5621 | 38.0
met3 | 801 | 21.8
met4 | 44 | 6.24
met5 | - | 4.17
-- final timing paths --
| kind | startpoint | endpoint | depth (start not counted) |
|---|---|---|---|
| min | weight_mem.rd_data[5]$_DFFE_PP_ | u_layer_ctrl.weight_pipe[5]$_DFF_PP0_ | 0 |
| max in group asynchronous | rst | u_layer_ctrl.token_pipe[4]$_DFF_PP0_ | 4 |
| max reg2reg | u_layer_ctrl.mac_i.a_reg[5]$_DFFE_PP0P_ | u_layer_ctrl.mac_i.mult_result[30]$_DFF_PP0_ | 21 |
| min reg2reg | weight_mem.rd_data[5]$_DFFE_PP_ | u_layer_ctrl.weight_pipe[5]$_DFF_PP0_ | 0 |
| max | weight_wr_addr[0] | weight_mem.mem[97][7]$_DFFE_PP_ | 7 |
| min in group asynchronous | rst | u_layer_ctrl.mac_i.acc_out[17]$_DFF_PP0_ | 2 |
-- area by class of cell --
cell class                 instances  area, um2
clock buffer                     589      12700
fill                           27801     168000
timing repair buffer             606       5070
multi-input combinational       2937      45800
inverter                         328       1240
sequential                      4912     147000
clock inverter                   313       2820
antenna                           12       30.0
tap                             5197       6500
-- power groups by stage --
| stage | logic (mW) | clock network (mW) | registers [mW] |
|---|---|---|---|
| after CTS | 2.69 | 2.73 | 3.59 |
| after global routing | 2.99 | 2.84 | 3.59 |
| final | 2.61 | 2.68 | 3.59 |
-- cell usage in the layout (no fill, tap or decap), types with 82 or more instances in the layout --
| cell type | Yosys | routed |
|---|---|---|
| dfrtp_1 | 154 | 148 |
| clkinv_2 | 0 | 89 |
| clkbuf_1 | 230 | 95 |
| buf_4 | 26 | 495 |
| nor2_1 | 320 | 225 |
| edfxtp_1 | 4758 | 4758 |
| a22oi_1 | 96 | 96 |
| inv_1 | 327 | 326 |
| clkbuf_16 | 0 | 488 |
| mux2i_1 | 82 | 82 |
| nor2_2 | 0 | 90 |
| and2_1 | 126 | 126 |
| ha_1 | 84 | 84 |
| clkinv_1 | 0 | 136 |
| fa_1 | 261 | 261 |
| nand2_1 | 185 | 183 |
| mux4_2 | 1454 | 1454 |
-- kinds of logic (layout without fill, tap and decap cells) --
group	Yosys count	count (layout)	share of synthesized area, %
xor gates and xnor gates	31	31	0.139
buffers and inverters	776	1836	1.63
other	0	12	0
DFF	4912	4912	75.1
AOI/OAI and AO/OA	240	240	0.808
adders and majority gates	345	345	3.21
and+or+nand+nor	753	753	1.74
muxes	1568	1568	17.4
Power is estimated from default activity; no workload was simulated.
